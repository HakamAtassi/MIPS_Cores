==> ./config.mk <==
export PLATFORM = sky130hd
export DESIGN_NAME = And
export DESIGN_NICKNAME = And
export VERILOG_FILES = /design/flow/design.v
export SDC_FILE = /design/flow/constraint.sdc
export NUM_CORES = 4
export LEC_CHECK = 1
export CORE_AREA = 10 10 70 70
export DIE_AREA = 0 0 80 80
export SYNTH_HDL_FRONTEND = slang
==> ./constraint.sdc <==
current_design And

set clk_period 1.0
set clk_io_pct 0.2

create_clock -name clk0 -period $clk_period

set non_clock_inputs [all_inputs -no_clocks]
set_input_delay [expr $clk_period * $clk_io_pct] -clock clk0 $non_clock_inputs
set_output_delay [expr $clk_period * $clk_io_pct] -clock clk0 [all_outputs]
==> ./design.v <==
module flopr #(parameter WIDTH = 8) (Clk,Reset, d, q);
    input Clk, Reset;
    input [WIDTH-1:0] d;
    output reg [WIDTH-1:0] q;
    always @ (posedge Clk,posedge Reset)
        if(Reset) q<=0;
        else q<=d;  
endmodule
module flopr_EN #(parameter WIDTH = 8) (Clk,Reset,EN,d, q);    
    input Clk, Reset,EN;
    input [WIDTH-1:0] d;
    output reg [WIDTH-1:0] q;
    always @ (posedge Clk,posedge Reset)
        if(Reset) q<=0;
        else if(EN==1) q<=d;  
endmodule
module mux2 #(parameter WIDTH = 8) (d0,d1,s,y);
    input [WIDTH-1:0] d0, d1;
    input s;
    output [WIDTH-1:0] y;
    assign y=s?d1:d0;
endmodule
module registerFile(Clk,WE3,A1,A2,A3,WD3,RD1,RD2);
    output [31:0] RD1, RD2;   
    input [4:0] A1,A2,A3;    
    input [31:0] WD3;  
    input Clk, WE3; 
    reg [31:0] internal_mem [31:0];  
        always @ (posedge Clk) 
            if (WE3) internal_mem[A3]<=WD3;
    assign RD1 = (A1 !=0) ? internal_mem[A1] :0;
    assign RD2 = (A2 !=0) ? internal_mem[A2] :0;
endmodule
module Instruction_memory(A, RD);
    output [31:0] RD;     
    input [5:0] A;       
    reg [31:0] RAM [63:0];  
    initial
        begin 
            $readmemh("memfile.dat",RAM);  
    end
    assign RD = RAM[A];  
endmodule
module data_memory(Clk, WE, A, WD, RD);
    output reg [31:0] RD;
    input Clk, WE;
    input [31:0] A,WD;
    reg [31:0] data [63:0];
    initial
        begin 
            $readmemh("memfile.dat",data);  
    end
    always @(*) begin
        RD<=data[A[31:2]];
    end
    always @ (posedge Clk)
        if(WE) data[A[31:2]] <=WD;
endmodule
module SignExtender(extend, extended);
    input [15:0] extend;
    output [31:0] extended;
    assign extended[31:0]= {{16{extend[15]}},extend[15:0]};
endmodule
module adder(Y,C_out,C_in,SrcA, SrcB);
    output [31:0] Y;
    output C_out;
    input [31:0] SrcA, SrcB;
    input C_in;
    assign {C_out,Y}=SrcA+SrcB+C_in;
endmodule
module Or(Y, SrcA,SrcB);
    output [31:0] Y;
    input [31:0] SrcA, SrcB;
    assign Y=SrcA | SrcB;
endmodule
module And(Y, SrcA,SrcB);
    output [31:0] Y;
    input [31:0] SrcA, SrcB;
    assign Y=SrcA & SrcB;
endmodule
module ALU(Zero, ALUResult, C_out, ALUControl, SrcA, SrcB);
    output Zero;
    output [31:0] ALUResult;
    output C_out;
    input [2:0] ALUControl;
    input [31:0] SrcA, SrcB;
    wire [31:0] SrcB_not; assign SrcB_not=~SrcB;
    wire [31:0] mux1_out;
    wire [31:0] N0,N1,N2,N3;
    mux_2_32b mux1(mux1_out,ALUControl[2], SrcB,SrcB_not);
    assign N0=mux1_out&SrcA;
    assign N1=mux1_out|SrcA;
    adder add1(N2,C_out,ALUControl[2],mux1_out,SrcA);
    assign N3={N2[31]};
    mux_4_32b mux2(ALUResult,ALUControl[1:0],N0,N1,N2,N3);
    assign Zero = (ALUResult==0) ?   1 :0;
endmodule
module shift_left_2(shifted_out,shift_in);
    input [31:0] shift_in;
    output [31:0] shifted_out;
    assign shifted_out=shift_in<<2;
endmodule
module mux_2_32b(out, sel, D0, D1);
    output [31:0] out;
    input sel;
    input [31:0] D0, D1;
    assign out=sel? D1:D0;
endmodule
module mux_4_32b(out, sel, D0, D1, D2, D3);
    output [31:0] out;
    input [1:0]sel;
    input [31:0] D0, D1, D2, D3;
    assign out=sel[1]? (sel[0]?D3:D2):(sel[0]? D1: D0);
endmodule
module AluDecoder(Funct,AluOP,ALUControl);
    output reg [2:0]ALUControl;
    input [1:0] AluOP;
    input [5:0] Funct;
    always @ (*)
        case (AluOP)
            2'b00: ALUControl <=3'b010;
            2'b01: ALUControl <=3'b110;
            default: case(Funct)
                6'b100000 : ALUControl <= 3'b010;    
                6'b100010 : ALUControl <= 3'b110;    
                6'b100100 : ALUControl <= 3'b000;    
                6'b100101 : ALUControl <= 3'b001;    
                6'b101010 : ALUControl <= 3'b111;    
                default: ALUControl <=3'bxxx;
            endcase
        endcase
endmodule
module mainDecoder(Opcode,Clk,Reset,MemtoReg,MemWrite,RegDst,RegWrite,Jump,ALUOp, 
                    IorD, PCSrc,ALUSrcB,ALUSrcA,IRWrite,PCWrite,Branch); 
    input [5:0] Opcode;
    input Clk,Reset;
    output reg MemtoReg,MemWrite,RegDst,RegWrite,Jump, 
    IorD,ALUSrcA,IRWrite,PCWrite,Branch;
    output reg [1:0] PCSrc;
    output reg [1:0] ALUOp, ALUSrcB;
    reg [3:0] state,nextstate;
    parameter S0=4'b0000;
    parameter S1=4'b0001;
    parameter S2=4'b0010;
    parameter S3=4'b0011;
    parameter S4=4'b0100;
    parameter S5=4'b0101;
    parameter S6=4'b0110;
    parameter S7=4'b0111;
    parameter S8=4'b1000;
    parameter S9=4'b1001;
    parameter S10=4'b1010;
    parameter S11=4'b1011;
    parameter Reset_state=4'bxxxx;
    always @ (posedge  Clk, posedge Reset)                           
        if (Reset) state<=Reset_state;
        else state <=nextstate;
    always @(*)  
        case (state)
            S0: nextstate=S1;
            S1: case(Opcode)
                6'b100011: nextstate=S2;     
                6'b101011: nextstate=S2;     
                6'b000000: nextstate=S6;      
                6'b000100: nextstate=S8;      
                6'b001000: nextstate=S9;      
                6'b000010: nextstate=S11;      
                endcase
            S2: case(Opcode)
                6'b100011: nextstate=S3;     
                6'b101011: nextstate=S5;     
                endcase
            S3: nextstate=S4;
            S4: nextstate=S0;
            S5: nextstate=S0;
            S6: nextstate=S7;
            S7: nextstate=S0;
            S8: nextstate=S0;
            S9: nextstate=S10;
            S10:nextstate=S0;
            S11:nextstate=S0;
            Reset_state:nextstate=S0;
        endcase
 always @(*) 
        begin 
            case (state)   
                S0: begin
                    MemtoReg=1'bx;
                    MemWrite=1'bx;
                    RegDst=1'bx;
                    RegWrite=1'bx;
                    Jump=1'bx;
                    IorD=1'b0; 
                    PCSrc=2'b00;
                    ALUSrcA=1'b0;
                    IRWrite=1'b1;
                    PCWrite=1'b1;
                    Branch=1'bx;
                    ALUOp=2'b00;
                    ALUSrcB=2'b01;  
                end
                S1: begin
                    MemtoReg=1'bx;
                    MemWrite=1'bx;
                    RegDst=1'bx;
                    RegWrite=1'bx;
                    Jump=1'bx;
                    IorD=1'bx; 
                    PCSrc=2'bxx;
                    ALUSrcA=1'b0;
                    IRWrite=1'bx;
                    PCWrite=1'bx;
                    Branch=1'bx;
                    ALUOp=2'b00;
                    ALUSrcB=2'b11;
                end
                S2: begin
                    MemtoReg=1'bx;
                    MemWrite=1'bx;
                    RegDst=1'bx;
                    RegWrite=1'bx;
                    Jump=1'bx; 
                    IorD=1'bx; 
                    PCSrc=2'bxx;
                    ALUSrcA=1'b1;
                    IRWrite=1'bx;
                    PCWrite=1'bx;
                    Branch=1'bx;
                    ALUOp=2'b00;
                    ALUSrcB=2'b10;
                end
                S3: begin
                    MemtoReg=1'bx;
                    MemWrite=1'bx;
                    RegDst=1'bx;
                    RegWrite=1'bx;
                    Jump=1'bx;
                    IorD=1'b1; 
                    PCSrc=2'bxx;
                    ALUSrcA=1'bx;
                    IRWrite=1'bx;
                    PCWrite=1'bx;
                    Branch=1'bx;
                    ALUOp=2'bxx;
                    ALUSrcB=2'bxx;
                end
                S4: begin
                    MemtoReg=1'b1;
                    MemWrite=1'bx;
                    RegDst=1'b0;
                    RegWrite=1'b1;
                    Jump=1'bx;
                    IorD=1'bx; 
                    PCSrc=2'bxx;
                    ALUSrcA=1'bx;
                    IRWrite=1'bx;
                    PCWrite=1'bx;
                    Branch=1'bx;
                    ALUOp=2'bxx;
                    ALUSrcB=2'bxx;
                end
                S5: begin
                    MemtoReg=1'bx;
                    MemWrite=1'b1;
                    RegDst=1'bx;
                    RegWrite=1'bx;
                    Jump=1'bx;
                    IorD=1'b1; 
                    PCSrc=2'bxx;
                    ALUSrcA=1'bx;
                    IRWrite=1'bx;
                    PCWrite=1'bx;
                    Branch=1'bx;
                    ALUOp=2'bxx;
                    ALUSrcB=2'bxx;
                end
                S6: begin
                    MemtoReg=1'bx;
                    MemWrite=1'bx;
                    RegDst=1'bx;
                    RegWrite=1'bx;
                    Jump=1'bx;
                    IorD=1'bx; 
                    PCSrc=2'bxx;
                    ALUSrcA=1'b1;
                    IRWrite=1'bx;
                    PCWrite=1'bx;
                    Branch=1'bx;
                    ALUOp=2'b10;
                    ALUSrcB=2'b00;
                end
                S7: begin
                    MemtoReg=1'b0;
                    MemWrite=1'bx;
                    RegDst=1'b1;
                    RegWrite=1'b1;
                    Jump=1'bx;
                    IorD=1'bx; 
                    PCSrc=2'bxx;
                    ALUSrcA=1'bx;
                    IRWrite=1'bx;
                    PCWrite=1'bx;
                    Branch=1'bx;
                    ALUOp=2'bxx;
                    ALUSrcB=2'bxx;
                end
                S8: begin
                    MemtoReg=1'bx;
                    MemWrite=1'bx;
                    RegDst=1'bx;
                    RegWrite=1'bx;
                    Jump=1'bx;
                    IorD=1'bx; 
                    PCSrc=2'b01;
                    ALUSrcA=1'b1;
                    IRWrite=1'bx;
                    PCWrite=1'bx;
                    Branch=1'b1;
                    ALUOp=2'b01;
                    ALUSrcB=2'b00;
                end
                S9: begin
                    MemtoReg=1'bx;
                    MemWrite=1'bx;
                    RegDst=1'bx;
                    RegWrite=1'bx;
                    Jump=1'bx;
                    IorD=1'bx; 
                    PCSrc=2'bxx;
                    ALUSrcA=1'b1;
                    IRWrite=1'bx;
                    PCWrite=1'bx;
                    Branch=1'bx;
                    ALUOp=2'b00;
                    ALUSrcB=2'b10;
                end
                S10: begin
                    MemtoReg=1'b0;
                    MemWrite=1'bx;
                    RegDst=1'b0;
                    RegWrite=1'b1;
                    Jump=1'bx;
                    IorD=1'bx; 
                    PCSrc=2'bxx;
                    ALUSrcA=1'bx;
                    IRWrite=1'bx;
                    PCWrite=1'bx;
                    Branch=1'bx;
                    ALUOp=2'bxx;
                    ALUSrcB=2'bxx;
                end
                S11: begin                       
                    MemtoReg=1'bx;
                    MemWrite=1'bx;
                    RegDst=1'bx;
                    RegWrite=1'bx;
                    Jump=1'bx;
                    IorD=1'bx; 
                    PCSrc=2'b10;
                    ALUSrcA=1'bx;
                    IRWrite=1'bx;
                    PCWrite=1'b1;
                    Branch=1'bx;
                    ALUOp=2'bxx;
                    ALUSrcB=2'bxx;
                end
                Reset_state: begin
                    MemtoReg=1'bx;
                    MemWrite=1'bx;
                    RegDst=1'bx;
                    RegWrite=1'bx;
                    Jump=1'bx;
                    IorD=1'bx; 
                    PCSrc=1'bx;
                    ALUSrcA=1'bx;
                    IRWrite=1'bx;
                    PCWrite=1'bx;
                    Branch=1'bx;
                    ALUOp=2'bxx;
                    ALUSrcB=2'bxx;
                end
            endcase
        end
endmodule
module controller (Opcode,Funct,Zero,Clk,Reset,MemtoReg,MemWrite,PCSrc,RegDst,RegWrite,ALUControl,Branch, IorD,IRWrite, PCWrite,ALUSrcB,ALUSrcA,PCEn);
    input [5:0] Opcode, Funct;
    input Zero,Clk,Reset;
    output MemtoReg,MemWrite,RegDst,RegWrite,Branch, IorD,IRWrite, PCWrite,ALUSrcA,PCEn;
    output [2:0] ALUControl;
    output [1:0] ALUSrcB,PCSrc;
    wire [1:0] ALUOp;
    mainDecoder md (Opcode,Clk,Reset,MemtoReg,MemWrite,RegDst,RegWrite,Jump,ALUOp, 
                    IorD, PCSrc,ALUSrcB,ALUSrcA,IRWrite,PCWrite,Branch);
    AluDecoder ALUDec (Funct,ALUOp,ALUControl);
    assign PCEn = PCWrite||(Zero&&Branch);
endmodule
module datapath(Clk,Reset,
MemtoReg,PCSrc,RegDst,RegWrite,ALUControl,Branch, IorD,IRWrite, PCWrite,ALUSrcB,ALUSrcA,PCEn,
WriteData, Adr,
ReadData,
Zero, Op, Funct
);
    input Clk,Reset;
    input MemtoReg,RegDst,RegWrite,Branch, IorD,IRWrite, PCWrite,ALUSrcA,PCEn;     
    input [2:0] ALUControl;
    input [1:0] ALUSrcB,PCSrc;     
    input [31:0] ReadData;   
    output [31:0] WriteData, Adr;  
    output Zero;     
    output [5:0] Op, Funct;  
    wire [4:0] A3;
    wire [31:0] WD3, RD1, RD2, Data, A, B;
    wire [31:0] Instr;
    mux2 #5 A3_Mux(Instr[20:16],Instr[15:11],RegDst, A3);
    mux2 #32 WD3_Mux(ALUOut,Data,MemtoReg, WD3);
    registerFile regFile(Clk,RegWrite,Instr[25:21],Instr[20:16],A3,WD3,RD1,RD2);
    flopr #32 RD1_ff(Clk,Reset,RD1,A);
    flopr #32 RD2_ff(Clk,Reset,RD2,B);
    assign WriteData=B;
    wire [31:0] SignImm;
    SignExtender se(Instr[15:0],SignImm);
    wire [31:0] PC, SrcA;
    mux2 #32 SrcA_Mux(PC,A,ALUSrcA,SrcA);
    wire [31:0] shifted_SignImm;
    shift_left_2 sl2(shifted_SignImm,SignImm);   
    wire [31:0] SrcB;
    mux_4_32b SrcB_Mux(SrcB,ALUSrcB,B,3'b100,SignImm,shifted_SignImm);
    wire [31:0] ALUResult;
    wire C_out;
    ALU mainALU (Zero, ALUResult, C_out,ALUControl,SrcA,SrcB);
    wire [31:0] ALUOut;
    flopr #32 ALU_reg(Clk,Reset,ALUResult,ALUOut);
    wire [31:0] PC_prime;
    wire [25:0] j_addr;
    shift_left_2 j_addr_shift(j_addr,Instr[25:0]);
    mux_4_32b ALU_Mux(PC_prime,PCSrc,ALUResult,ALUOut,j_addr,);  
    flopr_EN #32 PC_reg(Clk,Reset,PCEn,PC_prime,PC);
    mux2 #32 Adr_mux(PC,ALUOut,IorD,Adr);
    flopr_EN #32 instruction_reg (Clk,Reset,IRWrite,ReadData,Instr);
    flopr #32 data_reg (Clk,Reset,ReadData,Data);
    assign Op= Instr[31:26];
    assign Funct=Instr[5:0];
endmodule
module mux_2_5b(out, sel, D0, D1);  
    output [4:0] out;
    input sel;
    input [4:0] D0, D1;
    assign out=sel? D1:D0;
endmodule
module MIPS (Clk,Reset,ReadData,PC,MemWrite,WriteData);      
    input Clk, Reset; 
    input [31:0] ReadData;
    output MemWrite;
    output [31:0] PC, WriteData;
    wire MemtoReg,MemWrite,RegDst,RegWrite,Branch, IorD,IRWrite, PCWrite,ALUSrcA,PCEn;     
    wire [2:0] ALUControl;  
    wire [1:0] ALUSrcB,PCSrc;
    wire [5:0] Opcode, Funct;
    wire Zero;
    datapath dp(Clk,Reset,
    MemtoReg,PCSrc,RegDst,RegWrite,ALUControl,Branch, IorD,IRWrite, PCWrite,ALUSrcB,ALUSrcA,PCEn,
    WriteData, PC,
    ReadData,
    Zero, Opcode, Funct
    );
    controller control(Opcode,Funct,Zero,Clk,Reset,
    MemtoReg,MemWrite,PCSrc,RegDst,RegWrite,ALUControl,Branch, IorD,IRWrite, PCWrite,ALUSrcB,ALUSrcA,PCEn);
endmodule
module top(Clk, Reset, WriteData,DataAdr,MemWrite);  
    input Clk,Reset;
    output [31:0] DataAdr,WriteData;
    output MemWrite;
    wire [31:0] PC, ReadData;
    MIPS core(Clk,Reset,ReadData,DataAdr,MemWrite,WriteData);
    data_memory RAM(Clk, MemWrite, DataAdr, WriteData, ReadData);
endmodule
==> ./memfile.dat <==
20020005
2003000c
2067fff7
00e22025
00642824
00a42820
10a7000a
0064202a
10800001
20050000
00e2202a
00853820
00e23822
ac670044
8c020050
08000011
20020001
ac020054
==> ./run.sh <==
#!/bin/bash
# OpenROAD 26Q1-2900-gdf79404cd8, Yosys 0.63+post, stock flow scripts
make -C /OpenROAD-flow-scripts/flow DESIGN_CONFIG=/design/flow/config.mk WORK_HOME=/design/flow/orfs finish
==> flow_metrics.env <==
# flow metrics
export IMPL_syn_area_um2=200
export IMPL_slowest_delay_ps=230
export IMPL_grt_pass1_vias=637
export IMPL_ys_cells=32
export IMPL_path_class="input port to primary output"
export IMPL_syn_avg_cell_area_um2=6.26
export IMPL_avgViaCountPerCell=3.20
export IMPL_track_usage_pct=5.89
export IMPL_hold_violations=0
export IMPL_diodes=0
export IMPL_whs_ps=766
export IMPL_rsz0062_at_grt="no"
export IMPL_timing_critical_path_buf_inv=2
export IMPL_drive_gt1_share_pct=25.8
export IMPL_maxCapViolCount=0
export IMPL_peakVddDrop_mv=0.0747
export IMPL_max_slew_worst_pin_slew_ps=58.1
export IMPL_cp_slowest_cell="dlygate4sd2_1"
export IMPL_cp_start_kind="input port"
export IMPL_hpwlAfterDp_um=2210
export IMPL_power_uw=248
export IMPL_routed_wirelength_um=2220
export IMPL_warnings=32
export IMPL_end_kind="primary output"
export IMPL_post_route_period_util_pct=89.2
export IMPL_p_leak_nw=0.576
export IMPL_syn_inst=32
export IMPL_ios=96
export IMPL_antenna_left=0
export IMPL_yosysWarningCount=0
export IMPL_die_h_um=80
export IMPL_min_period_ps=892
export IMPL_ys_types=1
export IMPL_n_clock_buffer=0
export IMPL_core_area_um2=3420
export IMPL_gp_congestion=0.800
export IMPL_ys_seq_share_pct=0
export IMPL_power_density_nw_per_um2=253
export IMPL_flops=0
export IMPL_report_final_slew_viol_count=0
export IMPL_hold_class="input port to primary output"
export IMPL_antenna_found_initial=0
export IMPL_firstDrtPassIters=2
export IMPL_drc=0
export IMPL_vias=557
export IMPL_outcome="finished, final reports clean"
export IMPL_area_growth_syn_to_layout_pct=390
export IMPL_drt_iter0_markers=1
export IMPL_fin_setup_tns_ps=0
export IMPL_grt_pass1_wl_um=3050
export IMPL_required_ps=800
export IMPL_initial_core_util_pct=5.86
export IMPL_dieArea_um2=6400
export IMPL_dp_cells=174
export IMPL_fmax_ghz=1.12
export IMPL_slew_headroom_pct=96.1
export IMPL_arrival_ps=690
export IMPL_wire_per_inst_um=12.8
export IMPL_worstPathCellList="dlygate4sd2_1, and2_1, buf_2"
export IMPL_globalRouteOverflowTotal=0
export IMPL_fill_cells=431
export IMPL_crit_family="buffers and inverters"
export IMPL_seqCellArea_um2=0
export IMPL_die_x_um=80
export IMPL_ys_area_um2=200
export IMPL_path_max_fanout=1
export IMPL_port_buffers=96
export IMPL_rows=21
export IMPL_final_cells=174
export IMPL_grt_max_degree=2
export IMPL_cts_hold_buf=0
export IMPL_setup_viol=0
[Yosys cell counts, drive strengths merged]
cell   n  area [um2]
and2  32         200
[final cells by class]
cell class	instances	area, um2	share of cell area [%]
Tap cell	46	57.6	5.87
Multi-Input combinational cell	32	203	20.7
Timing Repair Buffer	96	721	73.5
[cells by family after synthesis]
group / Yosys count / share of synthesized area, %
simple gates: 32 / 100
[where the power goes]
| group | internal (mW) | switching [mW] | total [mW] |
|---|---|---|---|
| logic | 0.199 | 0.0485 | 0.248 |
| clock network | 0 | 0 | 0 |
| registers | 0 | 0 | 0 |
| total | 0.199 | 0.0485 | 0.248 |
[stage by stage]
| stage | setup WS, ps | cell area, um2 | util (%) |
|---|---|---|---|
| finish | 108 | 981 | 28.7 |
| global route | 72.3 | 981 | 28.7 |
| CTS | 99.1 | 981 | 28.7 |
| detailed placement | -468 | 1220 | 35.7 |
| global placement | -467 | 1220 | 35.7 |
| floorplan | 486 | 200 | - |
[layer usage]
metal  vias up  global-route usage (%)  part of all wire (%)
met5         -                       0                     0
met4         0                       0                     0
met3         0                    4.32                    18
met2        43                    11.7                    52
met1       226                    4.68                    30
li1        288                       -                     -
[cells in the final DEF (no fill, tap or decap)]
| cell | count |
|---|---|
| buf_2 | 32 |
| and2_4 | 1 |
| dlygate4sd2_1 | 64 |
| and2_1 | 31 |
[final timing paths]
kind                 start    end  slack (ps)  cells past startpoint
setup / recovery  SrcB[16]  Y[16]         110                      3
hold / removal    SrcA[28]  Y[28]         770                      3
[what timing repair did]
item	4_1_cts	5_1_grt
gates resized	161	0
setup endpoints to repair	32	0
setup buffers	0	0
[worst min-delay path, delay by kind of cell]
| kind | cells | cell delay, ps |
|---|---|---|
| buf+inv | 2 | 270 |
| simple gates | 1 | 100 |
Power figures rest on the tool's default switching activity, not on a simulated workload.
